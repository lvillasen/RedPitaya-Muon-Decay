==> flow/design.v <==
module single_pulse_trigger (
  input  wire          adc_clk,
  input  wire [13:0]   adc_dat_a,
  input  wire [13:0]   treshold,
  input  wire           trig_edge,
  output reg           trig_out,
  output reg [13:0]    adc_dat_a_out
);
  reg [13:0] int_dat_a_reg;
  reg [13:0] int_treshold;
  always @(posedge adc_clk)
  begin
    adc_dat_a_out <= adc_dat_a;
      if ((adc_dat_a> treshold) && (trig_edge == 1'b0))  
        trig_out <= 1'b1;
      else if ((adc_dat_a < treshold) && (trig_edge == 1'b1))  
        trig_out <= 1'b1;
      else
        trig_out <= 1'b0;
  end
endmodule
==> flow/run.sh <==
#!/bin/bash
# OpenROAD 26Q1-2900-gdf79404cd8, Yosys 0.63+post, stock flow scripts
make -C /OpenROAD-flow-scripts/flow DESIGN_CONFIG=/design/flow/config.mk WORK_HOME=/design/flow/orfs finish
==> flow/config.mk <==
export PLATFORM = sky130hd
export DESIGN_NAME = single_pulse_trigger
export DESIGN_NICKNAME = single_pulse_trigger
export VERILOG_FILES = /design/flow/design.v
export SDC_FILE = /design/flow/constraint.sdc
export NUM_CORES = 4
export LEC_CHECK = 1
export CORE_AREA = 10 10 90 90
export DIE_AREA = 0 0 100 100
==> flow/constraint.sdc <==
current_design single_pulse_trigger

set clk_period 4.1
set clk_io_pct 0.2

create_clock -name clk0 -period $clk_period [get_ports {adc_clk}]

set non_clock_inputs [all_inputs -no_clocks]
set_input_delay [expr $clk_period * $clk_io_pct] -clock clk0 $non_clock_inputs
set_output_delay [expr $clk_period * $clk_io_pct] -clock clk0 [all_outputs]
==> Changelog: implementation <==
### Implementation results

* Critical Path AT at 2.42 ns
* Tool warnings at 25
* Run status: finished, final reports clean
* Row count at 29
* Final min period at 2.25 ns
* Hold depth at 1
* Area leader, netlist: dfxtp_1
* Combinational share of power at 21.5%
* Yosys warnings at 1
* Diodes inserted at 0
* H-tree Lvls at 1
* Final-report setup violation count at 0
* Dominant cell area share at 45.4%
* Post-Syn Area at 662 sq um
* Worst Hold Class: input pin to flip-flop
* Worst slew pin tran at 0.320 ns
* CTS tree: yes
* Hold Violations, Final at 0
* Total GRT Usage at 4.10%
* Pin count of the biggest net entering global routing at 9
* Max FO, Critical Path at 2
* # IOs at 45
* Clk pwr share at 34.6%
* Final std cells w/o fill at 191
* Number of fill cells at 690
* Internal at 0.275 mW
* Sequential Power Share at 44.0%
* Hold-fix buffers, CTS at 0
* Crit share post-route at 54.8%
* Place WS at 1.58 ns
* CTS root buf: clkbuf_8
* Crit path required time at 4.28 ns
* Die area at 10000 sq um
* PortBufs at 44
* Vias in the first global route at 657
* Initial Util at 10.5%
* Pleak at 0.554 nW
* Number of clock sinks at 15
* First-pass GRT wire length at 3330 um
* CP Capture Type: flip-flop
* Synth-to-Final Area Change at 87.9%
* Via count at 583
* Placed cells at 187
* Post-CTS setup buffer count at 0
* Post-DP HPWL at 1820 um
* DRT iter0 DRCs at 10
* Unrepaired setup endpoints after global routing: no
* DIE WIDTH at 100 um
* Largest cells by area: dfxtp_1 (45%), ha_1 (26%), inv_1 (9.1%)
* Gpl congestion at 0.760
* Post-CTS Resized at 0
* Syn_area_per_cell at 10.0 sq um
* Sw Pwr at 0.0804 mW
* Drc violations at 0
* Vias per std cell at 3.05
* DRT Pass-1 Iters at 2
* Max-slew violation count at 0
* Max clock buf depth at 2
* Cell count after synthesis at 66
* Total Wirelength at 2060 um
* Share of layout cells above drive strength 1 at 3.51%
* Hold slack at 1.05 ns
* Headroom to the max-slew limit at 78.4%
* Crit path launch type: input pin
* Max Cap Viol at 0
* Worst setup margin at 1.85 ns
* Number of routed nets with antenna violations at 0
* Total CTS buffers at 3
* Switching fraction of total power at 22.6%
* Clk pin slew, worst setup/hold paths at 0.06 ns
* Kind of critical path: input pin to flip-flop
* Initial antenna violation count at 0
* Worst vdd ir at 0.000101 V
* Critical Path Source: treshold[1]
* Netlist cell types at 14
* Peak Freq at 445 MHz
* Die Y at 100 um
* Final TNS setup at 0 ns
* HP Start: adc_dat_a[11]
* Drt wl/cell at 10.8 um
* GRT Residual Overflow at 0
* Number of standard cells reported by yosys at 66
* Registers, synthesis at 15
* Yosys chip area at 662 sq um
* Register share after synthesis at 45.4%
* Pwr/cell area at 286 nW/um^2
* Core area at 6280 sq um
[power by group through the flow]
stage / clock network [mW] / logic, mW / registers (mW)
4_1_cts: 0.134 / 0.0789 / 0.156
5_1_grt: 0.141 / 0.0876 / 0.157
6_report: 0.123 / 0.0762 / 0.156
[metal layers]
layer / GRT usage (%) / vias up / part of all wire [%]
li1: - / 317 / -
met1: 5.04 / 241 / 43
met2: 6.37 / 23 / 45
met3: 2.22 / 2 / 11
met4: 0.543 / 0 / 0.58
met5: 0 / - / 0
[flip-flops by register name, indices dropped and copies added (netlist names)]
| name | flops |
|---|---|
| adc_dat_a_out | 14 |
| trig_out | 1 |
[layout by cell type (no fill, tap or decap)]
cell type        Yosys  routed
ha_1                14      14
o21ai_0              1       1
nand3_1              1       1
a21oi_1              7       7
nand2_1              3       3
dfxtp_1             15      15
clkdlybuf4s50_1      0      44
o221ai_1             1       1
clkbuf_8             0       3
o41ai_1              1       1
nand4_1              3       3
nor2_1               1       1
a211oi_2             1       1
inv_1               16      16
a21o_1               1       1
mux2i_1              1       1
clkbuf_1             0       1
[per-stage QoR]
| step | power (mW) | area, sq um | utilization (%) |
|---|---|---|---|
| 2_1_floorplan | 0.183 | 662 | - |
| 3_5_place_dp | 0.238 | 1200 | 19.1 |
| 3_3_place_gp | 0.238 | 1200 | 19.1 |
| 5_1_grt | 0.385 | 1240 | 19.8 |
| 4_1_cts | 0.369 | 1240 | 19.8 |
| 6_report | 0.355 | 1240 | 19.8 |
[cells in the mapped netlist]
cell      instances
inv_1            16
o21ai_0           1
nand2_1           3
mux2i_1           1
ha_1             14
nand4_1           3
a21o_1            1
o41ai_1           1
o221ai_1          1
nand3_1           1
nor2_1            1
a211oi_2          1
a21oi_1           7
dfxtp_1          15
[worst max-delay path, cell delays in order]
cell and delay [ns]:
clkdlybuf4s50_1 0.46, inv_1 0.04, ha_1 0.28, a21oi_1 0.19
o221ai_1 0.17, a211oi_2 0.27, mux2i_1 0.20
[logic make-up (layout without fill, tap and decap cells)]
logic type | count (synthesis) | count (layout) | share of synthesized area [%]
buf+inv | 16 | 64 | 9.07
fa+ha+maj | 14 | 14 | 26.5
mux | 1 | 1 | 1.51
compound gates | 12 | 12 | 11.7
simple gates | 8 | 8 | 5.86
flops | 15 | 15 | 45.4
[final timing paths]
check	to	slack, ns
hold / removal	adc_dat_a_out[11]	1.05
setup / recovery	trig_out	1.85
[final cells by class]
cell class              count  area, sq um  area share (%)
multi-input cells          35          302            24.2
inverters                  16         60.1            4.83
flip-flops and latches     15          300            24.1
well taps                  77         96.3            7.75
clock buffers               4         45.0            3.62
repair buffers             44          440            35.4
Power figures rest on the tool's default switching activity, not on a simulated workload.
