--- design/flow/config.mk ---
export PLATFORM = sky130hd
export DESIGN_NAME = pulse_gen
export DESIGN_NICKNAME = pulse_gen
export VERILOG_FILES = /design/flow/design.v
export SDC_FILE = /design/flow/constraint.sdc
export NUM_CORES = 4
export LEC_CHECK = 1
export CORE_UTILIZATION = 40
--- design/flow/constraint.sdc ---
current_design pulse_gen

set clk_period 8.8
set clk_io_pct 0.2

create_clock -name clk0 -period $clk_period [get_ports {clk}]

set non_clock_inputs [all_inputs -no_clocks]
set_input_delay [expr $clk_period * $clk_io_pct] -clock clk0 $non_clock_inputs
set_output_delay [expr $clk_period * $clk_io_pct] -clock clk0 [all_outputs]
--- design/flow/design.v ---
module pulse_gen (
  input     wire        clk,
  input     wire        start,
  output    wire        pulse,
  input     wire [15:0] time_double,
  input     wire [11:0] width 
);
  reg [16:0]    counter = 17'd0;
  reg   int_pulse, Q1,Q2,Q3;
  always @(posedge clk, posedge int_start)
  begin
  if (int_start)
    counter <= 17'd0;
  else
    begin
      if (counter < (time_double + width +1))
        counter <= counter +1;
    if (counter < width || ((counter >= time_double) && (counter < (time_double + width) ))) 
      int_pulse <= 1'b1;
    else 
      int_pulse <= 1'b0;
    end
  end
    always @(posedge clk)
  begin
      Q1 <= start; 
      Q2 <= Q1;
      Q3 <= Q2;
  end
assign pulse = int_pulse;
assign int_start = Q1 && Q2 && (~ Q3);
endmodule
--- design/flow/run.sh ---
#!/bin/bash
# OpenROAD 26Q1-2900-gdf79404cd8, Yosys 0.63+post, stock flow scripts
make -C /OpenROAD-flow-scripts/flow DESIGN_CONFIG=/design/flow/config.mk WORK_HOME=/design/flow/orfs finish
==> results.yml <==
# yosys + openroad results
cts:
  cts-hold-fix-buffers: 0
  clk_path_buf_depth: 2
  tritoncts_clock_tree: "yes"
  cts-buffers-inserted: 3
  clkSlewWorstSetupHoldPaths_ns: 0.08
  cts_resized: 0
  cts_num_sinks: 21
  cts-htree-levels: 1
  cts.repair_timing.setup_buffer_count: 0
  clock_tree.root_cell: "sky130_fd_sc_hd__clkbuf_8"
  worst_skew_pair.late_latency_ns: 0.26
worst_setup_path:
  worst_r2r_endpoint: "counter[14]$_DFFE_PP0N_"
  path_buffers: 2
  required_time_of_the_worst_setup_path_ns: 8.99
  worst_r2r_startpoint: "counter[9]$_DFFE_PP0N_"
  critPathMaxStageDelay_ns: 0.50
  kind_of_end_point_of_the_critical_path: "flop"
  cp_slowest_cell: "sky130_fd_sc_hd__clkdlybuf4s50_1"
  r2r.worst_path.cells: 7
  critPathLaunch: "width[0]"
  crit_chain: "clkdlybuf4s50_1, inv_1, ha_1, fa_1, nand2b_1, a21oi_1, nor2_1, o21ai_0, a21oi_1, or3_1, ha_1, a21oi_1, nand3_1, a211oi_1, nand2_2, nor4_1, xor2_1"
  critical_path.top_delay_family: "simple AND/OR/NAND/NOR gates"
  path_class: "in -> reg"
  timing.critical_path.mode_cell: "sky130_fd_sc_hd__a21oi_1"
  cp_max_fo: 15
  kind_of_start_point_of_the_critical_path: "primary input"
  reg2reg_setup_slack_ns: 6.31
  worst-endpoint-arrival_ns: 6.12
  timing.critical_path.depth: 17
  cp-endpoint: "counter[14]$_DFFE_PP0N_"
logic_synthesis:
  synth_warnings: 2
  syn_avg_cell_area_um2: 8.030
  synth_area_leader: "sky130_fd_sc_hd__ha_1"
  synth_async_reset_ratio: 0.8095
  enable_flop_cells: 1
  synth_dominant_cell_count: "sky130_fd_sc_hd__ha_1"
  yosysTopAreaCellShare: 0.2795
  synth_area_um2: 3268
  yosys_cells: 407
  top_reg_cell_synth: "sky130_fd_sc_hd__dfrtp_1"
  synth.yosys.seq_area_share: 0.1577
  synth_flops: 21
  netlist_top_cells_count: "sky130_fd_sc_hd__ha_1, sky130_fd_sc_hd__a21oi_1, sky130_fd_sc_hd__inv_1, sky130_fd_sc_hd__nand2_1"
  cells_after_synthesis: 407
  synth.yosys.chip_area_um2: 3268
  top_cells_by_area: "sky130_fd_sc_hd__ha_1, sky130_fd_sc_hd__dfrtp_1, sky130_fd_sc_hd__a21oi_1"
  netlist-cell-type-count: 44
global_routing:
  grt_max_degree: 19
  grt_antenna_before_repair: 0
  grt_pass1_vias: 2743
  grt_first_pass_wirelength_um: 13970
  grt_overflow_total: 0
  track_usage: 0.2123
floorplanning:
  top_level_ports: 31
  fp-utilization: 0.4186
  die_w_um: 92.39
  core-area_um2: 7807
  die-height_um: 92.39
  rows: 32
  die_area_um2: 8536
placed_design:
  place_worst_setup_slack_ns: 2.575
  placedCellCount: 529
  globalplace.congestion: 0.9185
  dpl.hpwl_um: 6969
  port_buffers: 30
timing:
  hold_viol_final: 0
  final-max-slew-violation-count: 0
  worst_slew_margin_rel: 0.6840
  worst_slack_ns: 2.871
  minimum_period_implied_by_the_final_worst_setup_slack_ns: 5.929
  tightestPinTransition_ns: 0.4722
  setup_total_negative_slack_ns: 0
  max_clock_freq_ghz: 0.1687
  setup_viol: 0
  rsz0062_at_grt: "no"
  final.period_utilization: 0.6737
  hold_ws_ns: 0.2567
  skew_ns: 0.004860
power:
  power.share.switching: 0.4051
  peakVddDrop_mv: 0.06510
  power.internal_mw: 0.2366
  cellLeakagePower_nw: 1.588
  power.share.clock: 0.157
  p_per_area_nw_per_um2: 107.7
  post-layout-total-power_mw: 0.3977
  power_frac_comb: 0.535
  p_sw_mw: 0.1611
  sequential_share_of_power: 0.308
final_layout:
  share_of_layout_cells_above_drive_strength_1: 0.02088
  syn2layout_area_growth_pct: 12.98
  layoutNonFillerInstCount: 533
  layout.filler_cells: 782
outcome:
  run_status: "completed"
flow_run:
  openroad.warnings: 26
  tally_of_max_capacitance_violations: 0
drt:
  detail_route.wl_per_cell_um: 15.50
  num_vias: 2892
  drt_pre_antenna_iters: 5
  remaining_routing_drc_violations: 0
  route.detailed.vias_per_inst: 5.426
  drt_first_iter_violations: 112
  antenna_cells: 0
  drt-total-wl_um: 8264
  detail-route-antenna-nets: 0
worst_hold_path:
  worstHoldPathType: "reg -> async"
## layout by cell type, fill, tap and decap left out, types with 2 or more instances in the layout
master	netlist	routed
sky130_fd_sc_hd__a211oi_1	6	6
sky130_fd_sc_hd__a21o_1	11	11
sky130_fd_sc_hd__a21oi_1	44	44
sky130_fd_sc_hd__a221oi_1	2	2
sky130_fd_sc_hd__a2bb2oi_1	2	2
sky130_fd_sc_hd__and3_1	2	2
sky130_fd_sc_hd__and4_1	2	2
sky130_fd_sc_hd__clkbuf_8	0	3
sky130_fd_sc_hd__clkdlybuf4s50_1	0	30
sky130_fd_sc_hd__dfrtp_1	17	17
sky130_fd_sc_hd__dfxtp_1	3	3
sky130_fd_sc_hd__fa_1	2	2
sky130_fd_sc_hd__ha_1	73	73
sky130_fd_sc_hd__inv_1	40	40
sky130_fd_sc_hd__nand2_1	23	23
sky130_fd_sc_hd__nand2b_1	9	9
sky130_fd_sc_hd__nand3_1	17	17
sky130_fd_sc_hd__nand4_1	10	10
sky130_fd_sc_hd__nor2_1	21	21
sky130_fd_sc_hd__nor2b_1	3	3
sky130_fd_sc_hd__nor3_1	14	14
sky130_fd_sc_hd__nor4_1	5	5
sky130_fd_sc_hd__o211ai_1	3	3
sky130_fd_sc_hd__o21a_1	6	6
sky130_fd_sc_hd__o21ai_0	19	19
sky130_fd_sc_hd__o21bai_1	4	4
sky130_fd_sc_hd__or3_1	2	2
sky130_fd_sc_hd__xnor2_1	21	21
sky130_fd_sc_hd__xor2_1	21	21
## registers in the layout, summed over array words and instances (netlist names)
signal and cells:
Q3 1, int_pulse 1, Q2 1, counter 17, Q1 1
## worst min-delay path by stage
stage	start	endpoint	slack, ns	cells after the start
5_1_grt	Q2$_DFF_P_	counter[15]$_DFFE_PP0N_	0.29	2
6_report	Q2$_DFF_P_	counter[12]$_DFFE_PP0N_	0.26	2
4_1_cts	Q2$_DFF_P_	counter[15]$_DFFE_PP0N_	0.27	2
## layer usage
metal | track usage | vias up | wire length [µm]
met5 | 0 | - | 0
met4 | 0.01172 | 0 | 46
met3 | 0.02005 | 4 | 410
met2 | 0.3543 | 77 | 3821
met1 | 0.3155 | 1303 | 3984
li1 | - | 1508 | -
## metrics by stage
stage / utilization / cell area, µm²
6_report: 0.4729 / 3692
5_1_grt: 0.4729 / 3692
4_1_cts: 0.4729 / 3692
3_5_place_dp: 0.4670 / 3646
3_3_place_gp: 0.4670 / 3646
2_1_floorplan: - / 3268
## power by group through the flow
stage / clock [mW] / combinational (mW) / sequential (mW)
6_report: 0.0624 / 0.213 / 0.122
5_1_grt: 0.0662 / 0.246 / 0.125
4_1_cts: 0.0629 / 0.214 / 0.122
## final cells by class
cell class | count | area (µm²) | share of cell area
well taps | 102 | 127.6 | 0.03456
clock inverters | 1 | 5.005 | 0.001355
repair buffers | 31 | 307.8 | 0.08336
multi-input cells | 335 | 2545 | 0.6893
inverters | 40 | 150.1 | 0.04066
clock buffers | 3 | 41.29 | 0.01118
flip-flops and latches | 21 | 515.5 | 0.1396
## worst register-to-register path: cells and delay by family, from the launching register on
kind                       cells  cell delay [ns]
AOI/OAI and AO/OA              3             0.65
DFF                            1             0.52
adders and majority gates      1             0.37
xor gates and xnor gates       1             0.17
and+or+nand+nor                2             0.71
## kinds of logic after synthesis
family | count (synthesis) | share of synthesized area
AND-OR/OR-AND | 104 | 0.1964
XOR/XNOR | 42 | 0.1126
multiplexers | 1 | 0.003445
buffers and inverters | 51 | 0.06355
flip-flops | 21 | 0.1577
adder cells (fa/ha/maj) | 75 | 0.2917
AND/OR/NAND/NOR | 113 | 0.1746
Power figures rest on the tool's default switching activity, not on a simulated workload.
